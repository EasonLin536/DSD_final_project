==> design/flow/design.v <==
module IterDivider(
    clk,
    rst_n,
    in_valid,
    dividend,
    divisor,
    remainder,  
    quotient,  
    out_valid,
    stall
);
    input             clk, rst_n, in_valid;
    input      [31:0] dividend, divisor;
    output     [31:0] remainder, quotient;
    output reg        out_valid, stall;
    reg [31:0] dividend_r, dividend_w;
    reg [31:0] divisor_r, divisor_w;
    reg  [1:0] state, state_next;
    reg [31:0] q, next_q;  
    reg [31:0] t, next_t;  
    reg [62:0] r, next_r;  
    reg [62:0] p, next_p;  
    assign remainder = r[31:0];
    assign quotient = q;
    parameter S_IDLE = 2'd0;
    parameter S_OP   = 2'd1;
    parameter S_END  = 2'd2;
    always @(*) begin
        case (state)
            S_IDLE:  state_next = (in_valid)? S_OP : S_IDLE;
            S_OP:    state_next = (t == 1)? S_END : S_OP;
            S_END:   state_next = S_IDLE;
            default: state_next = S_IDLE;
        endcase
    end
    always @(*) begin
        dividend_w = (in_valid)? dividend : dividend_r;
        divisor_w  = (in_valid)? divisor :  divisor_r;
    end
    always @(*) begin
        case (state)
            S_IDLE: begin
                next_t = 32'h80000000;         
                next_p = { divisor, 31'd0 };   
                next_q = 32'd0;                
                next_r = { 31'd0, dividend };  
            end
            S_OP: begin
                next_t = t >> 1;  
                next_p = p >> 1;  
                if (p > r) begin
                    next_q = q;
                    next_r = r;
                end
                else begin
                    next_q = q + t;
                    next_r = r - p;
                end
            end
            S_END: begin
                next_t = t;
                next_p = p;
                next_q = q;              
                next_r = r;
            end
            default: begin
                next_t = 32'd0;
                next_p = 64'd0;
                next_q = 32'd0;              
                next_r = 64'd0;
            end
        endcase
    end
    always @(*) begin
        out_valid = (state == S_END)? 1 : 0;
        stall = ((state == S_IDLE && !in_valid) | state == S_END)? 0 : 1;
    end
    always @(posedge clk) begin
        if (!rst_n) begin
            state       <= S_IDLE;
            dividend_r  <= 32'd0;
            divisor_r   <= 32'd0;
            q <= 32'd0;
            r <= 63'd0;
            p <= 63'd0;
            t <= 32'd0;
        end
        else begin
            state       <= state_next;
            dividend_r  <= dividend_w;
            divisor_r   <= divisor_w;
            q <= next_q;
            r <= next_r;
            p <= next_p;
            t <= next_t;
        end
    end
endmodule
==> design/flow/run.sh <==
#!/bin/bash
# OpenROAD 26Q1-2900-gdf79404cd8, Yosys 0.63+post, stock flow scripts
make -C /OpenROAD-flow-scripts/flow DESIGN_CONFIG=/design/flow/config.mk WORK_HOME=/design/flow/orfs finish
==> design/flow/config.mk <==
export PLATFORM = sky130hd
export DESIGN_NAME = IterDivider
export DESIGN_NICKNAME = IterDivider
export VERILOG_FILES = /design/flow/design.v
export SDC_FILE = /design/flow/constraint.sdc
export NUM_CORES = 4
export LEC_CHECK = 1
export CORE_UTILIZATION = 40
==> design/flow/constraint.sdc <==
current_design IterDivider

set clk_period 36.5
set clk_io_pct 0.2

create_clock -name clk0 -period $clk_period [get_ports {clk}]

set non_clock_inputs [all_inputs -no_clocks]
set_input_delay [expr $clk_period * $clk_io_pct] -clock clk0 $non_clock_inputs
set_output_delay [expr $clk_period * $clk_io_pct] -clock clk0 [all_outputs]
==> flow_metrics.tcl <==
# place-and-route summary
set metrics [dict create \
    status "finished, final reports clean" \
    power_density_nw_per_um2 49.1 \
    ys_chip_area_um2 12800 \
    grt_max_degree 80 \
    initCoreUtil 0.407 \
    final_layout_size_suffix_gt1_frac 0.0443 \
    hold_buffers 0 \
    rr_worst_depth 13 \
    final_cell_mix "dfxtp_1 (190), nand2_1 (184), a21oi_1 (176)" \
    clock_latency_ns 0.44 \
    num_vias 11900 \
    gp_congestion 0.906 \
    drc_errors 0 \
    die_area_um2 32800 \
    required_ns 29.20 \
    tightest_slew_ns 0.827 \
    grt_pass1_vias 11100 \
    antenna_found_initial 2 \
    dp_slack_ns 20.73 \
    clkTransAtPathRegs_ns 0.07 \
    lay_top_count "dfxtp_1" \
    routed_via_density 5.62 \
    area_growth_pct 14.2 \
    met1_usage 0.336 \
    top_usage_layer "met2" \
    finalClockSkew_ns 0.0128 \
    io_pins 133 \
    gr-total-overflow 0 \
    cts_buffer_depth 2 \
    async_flop_share 0 \
    synth_flops 193 \
    cp-startpoint "in_valid" \
    ys.warnings.count 1 \
    hpwlAfterDp_mm 24.8 \
    critical_path.max_fanout 2 \
    fp.dieH_um 181 \
    power.leakage_uw 0.00589 \
    fill_cells 3069 \
    yosys.area.top_type "dfxtp_1" \
    critical_path_depth 4 \
    crit_end "stall" \
    setup_slack_ns 20.73 \
    min_path_type "flop to flop" \
    cpMostUsedCell "clkdlybuf4s50_1" \
    placement.io_buffers 132 \
    warnings 25 \
    drtAntennaViolNets 0 \
    met3_usage 0.0443 \
    setup_viol 0 \
    worstSetupEndpointType "output port" \
    reg2reg_to "r[61]" \
    seq_area_frac_synth 0.301 \
    slew-limit-headroom 0.447 \
    track_usage 0.221 \
    clkSinkCount 193 \
    syn_inst 1675 \
    period_used_share 0.432 \
    crit_buf_inv 3 \
    synth.distinct_cells 79 \
    critical-path-slowest-cell "clkdlybuf4s50_1" \
    cts.repair.resized 0 \
    grt_pass1_wl_mm 57.9 \
    fmax_ghz 0.0634 \
    crit_chain "clkdlybuf4s50_1 > inv_1 > a21oi_1 > clkdlybuf4s50_1" \
    ys_cells 1675 \
    worst-setup-path-type "input port to output port" \
    h-tree-depth 4 \
    synth_area_per_cell_um2 7.66 \
    min_period_ns 15.77 \
    hold_viol_final 0 \
    core_um2 31600 \
    max_cap_violations 0 \
    crit_arrival_ns 8.47 \
    wl_per_cell_um 16.7 \
    top_cell_area_share 0.301 \
    critPathMaxStageDelay_ns 0.49 \
    wirelength_mm 35.3 \
    slew_violations 0 \
    top_cells_by_area "dfxtp_1 (30%), ha_1 (9.2%), a21oi_1 (6.9%), nand2_1 (5.4%), a221oi_1 (4.4%)" \
    postCtsSetupBuffers 0 \
    met2_usage 0.341 \
    r2r-start "p[1]" \
    numCtsBuffers 17 \
    syn_area_um2 12800 \
    irDropWorstVdd_v 0.0000336 \
    finalSetupTns_ns 0 \
    synth-edff-count 0 \
    drt_iter0_markers 724 \
    crit_family "buffers and inverters" \
    critPathLaunchType "input port" \
    first_pass_iters 5 \
    synth-main-ff-cell "dfxtp_1" \
    rsz0062_at_grt "false" \
    min_path_cells 2 \
    antennaDiodeCount 0 \
    num_rows 65 \
    final_util 0.464 \
    tritoncts "built" \
    cts_root_buf "clkbuf_16" \
    regToRegSetupSlack_ns 32.51 \
    chipWidth_um 181 \
]
-- kinds of logic after synthesis --
logic type               synth area share
AND-OR/OR-AND                       0.278
XOR/XNOR                           0.0519
adder cells (fa/ha/maj)            0.0948
buffers and inverters              0.0786
flip-flops                          0.301
multiplexers                      0.00244
AND/OR/NAND/NOR                     0.193
-- metal layers --
metal	wire (um)	up-vias
li1	-	6073
met1	17200	5534
met2	15700	239
met3	2040	32
met4	345	4
met5	27	-
-- worst reg2reg max path, cell delays in order, from the launching register on --
cell	delay (ns)
dfxtp_1	0.39
inv_1	0.08
ha_1	0.26
nor2b_1	0.15
o31a_1	0.30
o311ai_1	0.40
a211oi_1	0.21
o21ba_2	0.27
o21ai_1	0.25
a21o_2	0.29
buf_4	0.64
nor3_2	0.32
a31oi_1	0.23
nand3_1	0.09
-- worst min path at each step --
stage / from / end / slack [ns]
CTS: r[57] / r[57] / 0.46
global route: p[16] / p[16] / 0.48
finish: r[57] / r[57] / 0.45
-- cell type report --
class                   instances  area [um2]  share of cell area
repair buffers                143        1400              0.0958
inverters                      92         348              0.0237
clock buffers                  21         450              0.0308
multi-input cells            1254        7970               0.544
clock inverters                11         104             0.00709
flip-flops and latches        193        3870               0.264
well taps                     402         503              0.0343
-- sequential cells by signal (all words and copies together), names as in the netlist --
| signal | flops |
|---|---|
| r | 63 |
| t | 32 |
| p | 63 |
| state | 3 |
| q | 32 |
-- cells in the mapped netlist, types with 9 or more instances --
cell / n
and3_1: 15
inv_1: 91
nor4_1: 11
a211oi_1: 39
ha_1: 94
o21ai_0: 90
or3_1: 38
a221oi_1: 65
a31oi_1: 20
nand2_1: 184
nor3_1: 37
nor2_1: 151
a21oi_1: 176
nor2b_1: 11
xnor2_1: 45
o21bai_1: 15
buf_2: 16
clkbuf_1: 78
nand4_1: 17
buf_4: 33
nand3_1: 35
a21o_1: 49
xor2_1: 31
and2_1: 9
o21ai_1: 9
o21a_1: 17
dfxtp_1: 193
-- metrics by stage --
step | total power, uW | hold WS (ns) | instance area [um2] | cells
final | 718 | 0.455 | 14600 | 2116
after global routing | 767 | 0.478 | 14600 | 2116
after CTS | 722 | 0.456 | 14600 | 2116
after detailed placement | 535 | 0.445 | 14100 | 2084
after global placement | 534 | 0.437 | 14100 | 2084
after floorplan | 463 | 0.430 | 12800 | 1675
-- report_power, final --
part	total [uW]	switching, uW	internal, uW
sequential	239	13.6	225
combinational	296	170	126
clock	184	87.4	96.7
total	718	271	447
Power and IR drop assume default switching activity.
