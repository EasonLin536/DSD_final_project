$ cat design/flow/design.v
module PredictionUnit(  clk,
                        rst_n,
                        stall,
                        PreWrong,
                        opcode,
                        BrPre
);
    input           clk, rst_n, stall;
    input     [1:0] PreWrong;
    input     [5:0] opcode;
    output reg      BrPre;
    parameter       NotTaken1 = 2'b00;
    parameter       NotTaken2 = 2'b01;
    parameter       Taken1 = 2'b10;
    parameter       Taken2 = 2'b11;
    wire            BranchSignal;
    wire      [1:0] state_old;
    reg       [1:0] state, nxt_state;
    assign BranchSignal = ((opcode == 6'h4) || (opcode == 6'h5)) ? 1'b1 : 1'b0;  
    assign state_old = state;
    always @(*) begin
        BrPre = 1'b0;
        nxt_state =  state;
        case(state)
            NotTaken1: begin
                BrPre = 1'b0;
                if((PreWrong == 2'b01) || (PreWrong == 2'b11)) nxt_state = NotTaken2;
                else nxt_state = NotTaken1;
            end
            NotTaken2: begin
                BrPre = 1'b0;
                if((PreWrong == 2'b01) || (PreWrong == 2'b11)) nxt_state = Taken1;
                else if(PreWrong == 2'b00) nxt_state = NotTaken1;
                else nxt_state =  state;
            end
            Taken1: begin
                BrPre = 1'b1 & BranchSignal;
                if((PreWrong == 2'b01) || (PreWrong == 2'b11)) nxt_state = NotTaken2;
                else if(PreWrong == 2'b00) nxt_state = Taken2;
                else nxt_state =  state;
            end
            Taken2: begin
                BrPre = 1'b1 & BranchSignal;
                if((PreWrong == 2'b01) || (PreWrong == 2'b11)) nxt_state = Taken1;
                else nxt_state = Taken2;
            end
            default: begin
                BrPre = 1'b0;
                nxt_state = state;
            end
        endcase
    end
    always @(posedge clk) begin
        if(!rst_n) begin
            state <= NotTaken1;
        end
        else if(stall) begin
            state <= state_old;
        end
        else begin
            state <= nxt_state;
        end
    end
endmodule
module Comparater(  BrPre,
                    equal,
                    Ctrl_Br,
                    PreWrong
);
    input               BrPre, equal;
    input         [1:0] Ctrl_Br;     
    output reg    [1:0] PreWrong;    
    always @(*) begin
        PreWrong = 2'b10;
        if(BrPre && ((Ctrl_Br==2'b01 && equal==1'b0) || (Ctrl_Br==2'b10 && equal==1'b1))) begin
            PreWrong = 2'b01;
        end
        else if((~BrPre) && ((Ctrl_Br==2'b01 && equal==1'b1) || (Ctrl_Br==2'b10 && equal==1'b0))) begin
            PreWrong = 2'b11;
        end
        else if(Ctrl_Br==2'b01 || Ctrl_Br==2'b10) begin
            PreWrong = 2'b00;
        end
        else begin
            PreWrong = 2'b10;
        end
    end
endmodule
$ cat design/flow/run.sh
#!/bin/bash
# OpenROAD 26Q1-2900-gdf79404cd8, Yosys 0.63+post, stock flow scripts
make -C /OpenROAD-flow-scripts/flow DESIGN_CONFIG=/design/flow/config.mk WORK_HOME=/design/flow/orfs finish
$ cat design/flow/config.mk
export PLATFORM = sky130hd
export DESIGN_NAME = PredictionUnit
export DESIGN_NICKNAME = PredictionUnit
export VERILOG_FILES = /design/flow/design.v
export SDC_FILE = /design/flow/constraint.sdc
export NUM_CORES = 4
export LEC_CHECK = 1
export CORE_AREA = 10 10 70 70
export DIE_AREA = 0 0 80 80
$ cat design/flow/constraint.sdc
current_design PredictionUnit

set clk_period 1.5
set clk_io_pct 0.2

create_clock -name clk0 -period $clk_period [get_ports {clk}]

set non_clock_inputs [all_inputs -no_clocks]
set_input_delay [expr $clk_period * $clk_io_pct] -clock clk0 $non_clock_inputs
set_output_delay [expr $clk_period * $clk_io_pct] -clock clk0 [all_outputs]
==> results_slide.txt <==
Key Metrics from the Run

STA
  – Final period utilization: 0.9193
  – Count of pins over their slew limit: 0
  – Endpoints failing setup: 0
  – Minimum clock period after layout: 1.379 ns
  – Slew at the pin closest to its max-slew limit: 0.1855 ns
  – Unrepaired setup endpoints after global routing: no
  – Final worst hold slack: 0.5010 ns
  – Worst Skew: 0.002781 ns
  – Achievable frequency: 0.7252 GHz
  – Worst slew margin: 0.8759
  – Hold violation count in the final report: 0

Worst hold path
  – Hold Path Class: reg2reg
  – Source of the worst hold timing path: state[2]

Run
  – Total number of warnings across the stage logs: 26
  – Max capacitance violation total: 0

Power
  – Static leakage: 0.1229 nW
  – Overall power consumption: 285.5 uW
  – Peak supply drop: 0.0001457 V
  – Total power per unit cell area: 776.3 nW/um2

Worst setup path
  – Maximum fanout encountered on the critical timing path: 1
  – Crit path required time: 1.20 ns
  – Slowest library cell on the worst path: sky130_fd_sc_hd__nor4b_2
  – Critical path origin: opcode[4]
  – Classification of the worst setup path: in2out
  – Critical Path, Cell by Cell: dlygate4sd2_1 -> nor2_1 -> o21ai_1 -> nor4b_2 -> buf_2
  – Data arrival time of the critical path: 1.08 ns
  – Biggest cell delay along the critical path: 0.25 ns
  – Start of the worst register-to-register path: state[1]
  – Critical path startpoint category: input port
  – Endpoint class of the critical path: primary output

Routing
  – Initial DRC Count: 7
  – Drt pass-1 iters: 3
  – Total Routed Length: 586 um
  – Overall via count from detail_route: 198
  – DRC Markers: 0
  – Diode insertion count for antenna repair: 0
  – Post-DRT Antenna Nets: 0
  – Routed vias/inst: 2.444
  – Average detailed-routed wire length per instance: 7.235 um

Finish
  – Filler cells: 401
  – Register with the most flip-flops: state
  – Dominant logic cell type in the layout: sky130_fd_sc_hd__clkdlybuf4s50_1
  – Share of the core filled with cells in the final layout: 0.1077
  – Dominant logic cell types in the final layout: sky130_fd_sc_hd__clkdlybuf4s50_1 (7), sky130_fd_sc_hd__dfxtp_1 (4), sky130_fd_sc_hd__a21oi_1 (3), sky130_fd_sc_hd__o21ai_0 (3), sky130_fd_sc_hd__clkbuf_4 (3)
  – Count of non-filler cells in the finished layout: 81
  – Number of flip-flops in the largest register: 4
  – Combinational gate area: 103.9 um2
  – FF+latch area: 80.08 um2
  – Layout cells sized above 1: 0.2571
  – Area growth syn-to-layout: 96.00%
  – Largest registers: state x4

Die
  – Die Wd: 80 um
  – Die area: 6400 um2
  – Count of pins on the block boundary: 12
  – Floorplan row count: 21
  – Starting Density: 0.05495
  – Vertical extent of the die: 80 um
  – Total core area: 3416 um2

Logic synthesis
  – Flip-flop and latch count after synthesis: 4
  – Netlist area before placement: 187.7 um2
  – Post-synth area from yosys stat: 187.7 um2
  – Average instance area after synthesis: 8.937 um2
  – Count of unique library cells instantiated by Yosys: 12
  – Biggest area cells: sky130_fd_sc_hd__dfxtp_1 (43%), sky130_fd_sc_hd__a21oi_1 (8.0%), sky130_fd_sc_hd__o21ai_0 (8.0%)
  – Total of warnings raised by yosys: 1
  – Portion of the post-synthesis area used by sequential elements: 0.4267
  – Number of instances in the synthesized netlist: 21
  – Number of cells in Yosys stat: 21
  – Proportion of netlist area held by the largest area contributor: 0.4267
  – Cell type contributing the most total cell area after synthesis: sky130_fd_sc_hd__dfxtp_1

CTS
  – Post-CTS Resized: 5
  – Clock root cell: sky130_fd_sc_hd__clkbuf_4
  – Cts bufs inserted: 3
  – Bufs on Longest Clock Path: 2
  – Number of sinks driven by the clock tree: 4
  – Clock slew at reported path FFs: 0.03 ns
  – Insertion delay to the later sink of the worst-skew pair: 0.23 ns
  – H-tree level count: 1
  – # hold bufs at CTS: 0
  – TritonCTS clock tree: built
  – Setup repair bufs after CTS: 0

Global route
  – Vias in the first global route: 208
  – Global-route wire length before repair: 883 um
  – Pin count of the biggest net entering global routing: 7
  – Total global-route track usage: 0.01923
  – Gr ovfl total: 0
  – Antenna violations before repair: 0

Status
  – Outcome: finished clean

Placed design
  – Port bufs: 10
  – Placer congestion estimate: 0.6900
  – Placed cell count: 78
  – Detailed Place HPWL: 487.1 um
[cell families after synthesis]
| group | count (synthesis) | share of synthesized area |
|---|---|---|
| AOI/OAI and AO/OA | 9 | 0.2666 |
| buffers and inverters | 1 | 0.01998 |
| DFF | 4 | 0.4267 |
| and+or+nand+nor | 7 | 0.2867 |
[worst paths after layout]
check             endpoint  slack [ns]  cells past startpoint
setup reg to reg  state[2]        0.70                      3
hold / removal    state[2]        0.50                      2
hold reg to reg   state[2]        0.50                      2
setup / recovery     BrPre        0.12                      5
[worst max-delay path: cells and delay by family]
kind                   cells  cell delay [ns]
buffers and inverters      2             0.36
AND/OR/NAND/NOR            2             0.34
AND-OR/OR-AND              1             0.08
[through the flow]
step	setup WS [ns]	instance area (um2)	setup TNS, ns
after floorplan	0.6066	187.7	0
after global placement	-0.3624	352.8	-0.3624
after detailed placement	-0.3751	352.8	-0.3751
final	0.1210	367.9	0
after CTS	0.1081	367.9	0
after global routing	0.02930	367.9	0
[where the power goes]
group / leakage, nW / internal, mW / switching (mW)
registers: 0.0327 / 0.111 / 0.00291
logic: 0.0764 / 0.0257 / 0.0132
clock network: 0.0138 / 0.0894 / 0.0428
[cells in the mapped netlist]
library cell               instances
sky130_fd_sc_hd__dfxtp_1           4
sky130_fd_sc_hd__nor2_2            1
sky130_fd_sc_hd__inv_1             1
sky130_fd_sc_hd__nor2b_2           1
sky130_fd_sc_hd__nor3b_2           1
sky130_fd_sc_hd__o21ai_1           1
sky130_fd_sc_hd__nand2_1           2
sky130_fd_sc_hd__a21oi_1           3
sky130_fd_sc_hd__o211ai_1          2
sky130_fd_sc_hd__nor4b_2           1
sky130_fd_sc_hd__o21ai_0           3
sky130_fd_sc_hd__nor2_1            1
[area by class of cell]
cell class / count / area share
Sequential cell: 4 / 0.2177
Tap cell: 46 / 0.1565
Inverter: 1 / 0.01020
Clock buffer: 3 / 0.06122
Timing Repair Buffer: 11 / 0.2721
Multi-Input combinational cell: 16 / 0.2823
[per-layer routing]
metal / wire (um) / GRT usage
met2: 209 / 0.02167
met4: 0 / 0
met3: 134 / 0.02955
met1: 243 / 0.01996
met5: 0 / 0
Power is estimated from default activity; no workload was simulated.
